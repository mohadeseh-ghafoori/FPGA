File: ./config.mk
export PLATFORM = sky130hd
export DESIGN_NAME = multiplying
export DESIGN_NICKNAME = multiplying
export VERILOG_FILES = /design/flow/design.v
export SDC_FILE = /design/flow/constraint.sdc
export NUM_CORES = 4
export LEC_CHECK = 1
export CORE_UTILIZATION = 30
File: ./constraint.sdc
current_design multiplying

set clk_period 35.1
set clk_io_pct 0.2

create_clock -name clk0 -period $clk_period [get_ports {clk}]

set non_clock_inputs [all_inputs -no_clocks]
set_input_delay [expr $clk_period * $clk_io_pct] -clock clk0 $non_clock_inputs
set_output_delay [expr $clk_period * $clk_io_pct] -clock clk0 [all_outputs]
File: ./design.v
`timescale 1ns / 1ps
module multiplying(
    output reg [15:0] c=0,
    input [7:0] a,
    input [7:0] b,
    input clk,
    input start_multiply,
    input start_initialize
    );
    reg [7:0] aprim [63:0];
	 reg [7:0] bprim [63:0];
	 reg [15:0] cprim [63:0]; 
	 reg [6:0] cnt=0;
	 reg [6:0] k=0;
	 reg [6:0] cnt1=0;
	 reg start_init=0;
	 reg start_multi=0;
	 initial begin
	 	     for (k=0;k<64;k=k+1) begin
	          aprim[k][7:0]<=0;
	          bprim[k][7:0]<=0;
				 cprim[k][15:0]<=0;
	      end
	 end
	 always @(posedge clk) begin
	     if( start_initialize ==1 ) start_init<=start_initialize;
	     if( cnt<64 && (start_init==1) ) begin
		       aprim[cnt]<=a;
				 bprim[cnt]<=b;
				 cnt<=cnt+1;
		  end
		  if( cnt==63 ) begin
		      start_init<=1'b0;
		      cnt<=0;	
		  end
		  if ( start_multiply==1 ) start_multi<=start_multiply;
		  if ( cnt1< 64 && (start_multi==1)) begin
		      cprim[cnt1]<=aprim[cnt1]*bprim[cnt1];
				c<=aprim[cnt1]*bprim[cnt1];
				cnt1<=cnt1+1;
		  end
		  if(cnt1==63) begin
		      start_multi<=1'b0;
		      cnt1<=0;
		  end
	 end
endmodule
File: ./run.sh
#!/bin/bash
# OpenROAD 26Q1-2900-gdf79404cd8, Yosys 0.63+post, stock flow scripts
make -C /OpenROAD-flow-scripts/flow DESIGN_CONFIG=/design/flow/config.mk WORK_HOME=/design/flow/orfs finish
==> notes.md <==
Item: results of the latest flow run.

- The run finished with clean final reports.
- The flip-flop and latch area is 31,600 um^2.
- The synthesized instance count is 2,176.
- The library cell used most frequently in the layout, excluding fill and tap cells, is edfxtp_1.
- The final routed wirelength across all metal layers is 109 mm.
- Per the synth stats, the flop cell with the highest instance count is edfxtp_1.
- For the pin with the worst max-slew slack, the measured transition is 0.952 ns.
- For this run, the final setup violation count is recorded as 0.
- As reported, the later end of the worst-skew pair has a clock insertion delay of 0.71 ns.
- Pin placement for this block handled 35 I/O pins.
- In this run the critical path is formed by clkdlybuf4s50_1.
- The multi-input gate area in the final layout is 10,300 um^2.
- The final period utilization is 24.2%.
- Detailed placement finished with a half-perimeter wire length of 58.7 mm.
- The floorplan has 138 rows.
- The average size of a mapped cell is 19.7 um^2.
- Before placement the cells fill 30.2% of the core.
- The number of OpenROAD warnings is 26.
- The clock transition at the registers of the reported paths is 0.06 ns.
- The H-tree generated during clock tree synthesis spans 3 levels.
- Global routing finished with a remaining overflow of 0.
- No sink is reached through more buffers than the 3 on the longest clock path.
- The classification of the worst setup path is reg -> out.
- The time the worst path needs with I/O delays and setup is 8.49 ns.
- The hold violation count in the final report is 0.
- TritonRoute reported its final design rule violation total as 0.
- The final-layout fill cell count is 12,833.
- Entering global routing, the biggest net connects 84 pins.
- The number of gates given a new drive strength after cts is 0.
- Per the run report, area growth between synthesis and finish was 13.8%.
- The number of clock sinks is 1,056.
- The synthesis warning total is 1.
- After its last routability iteration, the placer logged a weighted congestion of 0.818.
- The number of global-route vias before repair is 23,272.
- The vertical die size is 380 um.
- In this run the horizontal extent of the chip is 380 um.
- The root buffer selected by CTS is clkbuf_16.
- The final setup TNS is 0 ns.
- The number of buffers and inverters on the critical path is 1.
- The highest achievable clock rate is 0.118 GHz.
- After detailed routing, the number of vias per cell comes to 5.05.
- On the critical path, the stage with the largest delay is an instance of clkdlybuf4s50_1.
- The worst hold margin is 0.391 ns.
- The first-pass GRT wire length is 157 mm.
- The global routing report lists combined usage of all routing layers as 16.0%.
- STA classifies the critical path endpoint as a primary output.
- Per the post-route antenna check, the number of violating nets is 0.
- Data arrives at the worst endpoint at 1.47 ns.
- The register bit total from synthesis is 1,056.
- The worst slew margin relative to its limit is 36.3%.
- The netlist area before placement is 42,900 um^2.
- The clock buffer count from CTS is 103.
- In the layout the commonest cells are edfxtp_1, mux4_2, mux2i_1.
- The max-slew violation count is 0.
- The number of setup buffers added after CTS is 0.
- In this run the worst path has a maximum fanout of 1.
- After floorplanning, the die was sized to cover 144,000 um^2.
- The count of input and output buffers is 34.
- STA reports the tightest min-delay check as being of type reg -> reg.
- The number of flops mapped to enable cells by yosys is 1,040.
- The initial antenna violation count is 1.
- The via total after detailed routing is 21,566.
- Detailed-route iteration 0 reported a violation count of 1,269.
- The sequential cell area fraction in the yosys report is 73.6%.
- Setup repair after global routing left no endpoint under its margin.
- The tool flagged a number of max-cap violations equal to 0.
- The launching element type of the critical path is a flip-flop.
- The required time reported for the critical path endpoint is 28.08 ns.
- The total iterations of the first detailed-routing run is 6.
- In this run, post-CTS hold repair placed 0 buffers.
- The area recorded from the Yosys report for this design is 42,900 um^2.
- The mean routed wirelength per cell is 25.4 um.
- The core box area is 142,000 um^2.
- The fraction of layout instances using a drive strength above 1 is 20.6%.
- TritonCTS built the clock tree.
- The cell count in the Yosys report is 2,176.
- The gate family responsible for the most delay along the worst path is buffers and inverters.
- The share of flip-flops with an asynchronous set or reset is 0%.
- The delay contributed by the slowest stage of the critical path is 0.50 ns.
- Synthesis instantiated 55 different standard cells from the library.
- The worst setup skew after layout is 0.0650 ns.
-- cell families (layout without fill, tap and decap cells) --
group	Yosys count	after routing	synth area share, %
AND-OR/OR-AND	316	316	5.49
XOR/XNOR	17	17	0.347
adder cells (fa/ha/maj)	74	74	2.79
buffers and inverters	181	385	2.34
flip-flops	1056	1056	73.6
multiplexers	323	323	13.2
other	0	1	0
AND/OR/NAND/NOR	209	209	2.25
-- Yosys cell counts, types with 10 or more instances --
cell type  number  share of area (%)
buf_4          12               0.21
o31ai_1        43               0.75
a211oi_1       25               0.44
nor3_1         17               0.20
a22o_1         18               0.37
nand2_1        25               0.22
buf_2          21               0.25
ha_1           38                1.1
fa_1           36                1.7
nor2b_1        11               0.16
dfxtp_1        16               0.75
edfxtp_1     1040                 73
mux4_2        193                 10
mux2i_1       129                3.0
clkbuf_1       62               0.54
buf_6          21               0.55
inv_1          54               0.47
a31oi_1        16               0.23
nor2_1         83               0.73
o221ai_1       32               0.65
o22ai_1        31               0.45
nand3_1        48               0.56
a21oi_1        47               0.55
a22oi_1        56               0.98
xnor2_1        10               0.20
-- final timing paths --
| check | endpoint | slack (ns) | start | cells past startpoint |
|---|---|---|---|---|
| min reg2reg | cnt[6]$_SDFFE_PN0P_ | 0.39 | cnt[6]$_SDFFE_PN0P_ | 0 |
| min | cnt[6]$_SDFFE_PN0P_ | 0.39 | cnt[6]$_SDFFE_PN0P_ | 0 |
| max | c[14] | 26.61 | c[14]$_DFFE_PP_ | 1 |
| max reg2reg | c[14]$_DFFE_PP_ | 27.07 | cnt1[0]$_SDFFE_PN0P_ | 21 |
-- sequential cells by signal (all words and copies together), names as in the netlist --
| register | flops |
|---|---|
| aprim | 512 |
| bprim | 512 |
| c | 16 |
| cnt | 7 |
| cnt1 | 7 |
| start_init | 1 |
| start_multi | 1 |
-- area by class of cell --
class                           instances  share of cell area (%)
Sequential cell                      1056                    64.7
Multi-Input combinational cell        939                    21.2
Clock buffer                          130                    5.49
Tap cell                             1890                    4.84
Timing Repair Buffer                  142                    2.27
Clock inverter                         59                    1.10
Inverter                               54                   0.415
Antenna cell                            1                 0.00513
-- metal layers --
metal / track usage, % / vias to the layer above / share of wire, %
met2: 23.6 / 1559 / 46
met3: 15.0 / 172 / 20
met5: 1.03 / - / 0.19
met1: 16.7 / 10594 / 32
li1: - / 9230 / -
met4: 3.01 / 11 / 2.2
-- through the flow --
stage          utilization (%)  cells  area (um^2)  worst slack [ns]
2_1_floorplan                -   2176        42900             27.78
3_3_place_gp              32.2   4081        45600             26.94
3_5_place_dp              32.2   4081        45600             27.05
4_1_cts                   34.4   4270        48800             26.53
5_1_grt                   34.4   4270        48800             26.51
6_report                  34.4   4271        48800             26.61
