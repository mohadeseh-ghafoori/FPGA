===== ./run.sh =====
#!/bin/bash
# OpenROAD 26Q1-2900-gdf79404cd8, Yosys 0.63+post, stock flow scripts
make -C /OpenROAD-flow-scripts/flow DESIGN_CONFIG=/design/flow/config.mk WORK_HOME=/design/flow/orfs finish

===== ./constraint.sdc =====
current_design cmp8bit

set clk_period 3.1
set clk_io_pct 0.2

create_clock -name clk0 -period $clk_period

set non_clock_inputs [all_inputs -no_clocks]
set_input_delay [expr $clk_period * $clk_io_pct] -clock clk0 $non_clock_inputs
set_output_delay [expr $clk_period * $clk_io_pct] -clock clk0 [all_outputs]

===== ./config.mk =====
export PLATFORM = sky130hd
export DESIGN_NAME = cmp8bit
export DESIGN_NICKNAME = cmp8bit
export VERILOG_FILES = /design/flow/design.v
export SDC_FILE = /design/flow/constraint.sdc
export NUM_CORES = 4
export LEC_CHECK = 1
export CORE_AREA = 10 10 70 70
export DIE_AREA = 0 0 80 80

===== ./design.v =====
`timescale 1ns / 1ps
module cmp2bit(
    output ahigher,
    output alower,
    output asame,
    input [0:1] a,
    input [0:1] b
    );
    wire w1;
	 wire w2;
	 wire w3;
    and and1(w1,a[0],~b[0]);
	 and and2(w2,a[0],a[1],~b[1]);
	 and and3(w3,a[1],~b[1],~b[0]);
	 or or1(ahigher,w1,w2,w3);
	 wire w11;
    wire w22;
	 wire w33;
	 and and11(w11,b[0],~a[0]);
	 and and22(w22,b[0],b[1],~a[1]);
	 and and33(w33,b[1],~a[0],~a[1]);
	 or or11(alower,w11,w22,w33);
	 wire w111;
    wire w222;
	 wire w333;
	 wire w4;
	 and and111(w111,a[0],a[1],b[0],b[1]);
	 and and222(w222,~a[0],~a[1],~b[0],~b[1]);
	 and and333(w333,a[0],b[0],~a[1],~b[1]);
	 and and4(w4,a[1],b[1],~a[0],~b[0]);
	 or or111(asame,w111,w222,w333,w4);
endmodule
`timescale 1ns / 1ps
module cmp4bit(
    output ahigher,
    output alower,
    output asame,
    input [0:3] a,
    input [0:3] b
    );
    wire w1;
    wire w2;
	 wire w3;
	 wire w4;
	 wire w5;
	 wire w6;
	 wire w7;
	 cmp2bit msb1(w1,w2,w3,a[0:1],b[0:1]);
	 cmp2bit lsb1(w4,w5,w6,a[2:3],b[2:3]);
	 and and1(w7,w4,w3);
	 or or1(ahigher,w1,w7);
	 wire w8;
    wire w9;
	 wire w10;
	 wire w11;
	 wire w12;
	 wire w13;
	 wire w14;
	 cmp2bit msb2(w8,w9,w10,a[0:1],b[0:1]);
	 cmp2bit lsb2(w11,w12,w13,a[2:3],b[2:3]);
	 and and2(w14,w10,w12);	
    or or2(alower,w14,w9); 
    wire w15;
    wire w16;
	 wire w17;
	 wire w18;
	 wire w19;
	 wire w20;	  
	 cmp2bit msb3(w15,w16,w17,a[0:1],b[0:1]);
	 cmp2bit lsb3(w18,w19,w20,a[2:3],b[2:3]);
	 and and3(asame,w17,w20);	
endmodule
`timescale 1ns / 1ps
module cmp8bit(
    output ahigher,
    output alower,
    output asame,
    input [0:7] a,
    input [0:7] b
    );
	 wire w1;
    wire w2;
	 wire w3;
	 wire w4;
	 wire w5;
	 wire w6;
	 wire w7;
	 cmp4bit msb1(w1,w2,w3,a[0:3],b[0:3]);
	 cmp4bit lsb1(w4,w5,w6,a[4:7],b[4:7]);
	 and and1(w7,w4,w3);
	 or or1(ahigher,w1,w7);
	 wire w8;
    wire w9;
	 wire w10;
	 wire w11;
	 wire w12;
	 wire w13;
	 wire w14;
	 cmp4bit msb2(w8,w9,w10,a[0:3],b[0:3]);
	 cmp4bit lsb2(w11,w12,w13,a[4:7],b[4:7]);
	 and and2(w14,w10,w12);	
    or or2(alower,w14,w9); 
    wire w15;
    wire w16;
	 wire w17;
	 wire w18;
	 wire w19;
	 wire w20;	  
	 cmp4bit msb3(w15,w16,w17,a[0:3],b[0:3]);
	 cmp4bit lsb3(w18,w19,w20,a[4:7],b[4:7]);
	 and and3(asame,w17,w20);	
endmodule

==> reports/qor.csv <==
metric,value,unit
status,completed,
ir_worst_vdd,0.0159,mV
seq_cell_count,0,
top_cell,nor2b_1,
port_buffers,19,
ant_nets,0,
ys_cells,36,
cp_data_required_time,2.48,ns
grt_max_degree,4,
min_path_type,primary input to primary output,
slew_viol_final,0,
synth.distinct_cells,17,
final.min_clock_period,2.93,ns
hold_viol_final,0,
via_count,321,
grt_pass1_wl,1.47,mm
whs,1.94,ns
ios,19,
vias_per_cell,3.03,
grt_use_total,0.0266,
avgRoutedWirePerCell,8.31,um
antenna_cells,0,
power_density,114,mW/mm^2
syn_inst,36,
flop_area,0,um^2
final_cells,106,
route.detailed.drc,0,
layout_setup_ws,0.167,ns
gp_congestion,0.737,
grt_overflow,0,
avgSynthCellArea,7.47,um^2
end_kind,primary output,
hpwl,800,um
setup_viol,0,
common_cells,"nor2b_1 (6), inv_1 (4), maj3_1 (4), maj3_2 (4), xor2_1 (4)",
n_fill_cell,388,
ys_warn_count,0,
timing.final.crit_share,0.946,
ys_seq_frac,0,
critPathLaunchType,primary input,
slew_headroom,0.873,
finalSetupTns,0,ns
coreArea,0.00342,mm^2
crit_arrival,2.31,ns
std_cell_rows,21,
ctsHoldBuffers,0,
slowest_stage,clkdlybuf4s50_1,
wl,881,um
areaGrowthSynthToFinish,109,%
drive_gt1_frac,0.217,
yosys.area.top_type,maj3_2,
yosys-top-cells-area,"maj3_2 (17%), maj3_1 (15%), nor2b_1 (14%)",
synth_top_area_share,0.167,
rsz0062_at_grt,no,
max_freq,341,MHz
antenna_found_initial,0,
leakage,0.233,nW
dp_cells,105,
die_area,0.00640,mm^2
cp_slowest_stage_delay,0.41,ns
max-cap-violations,0,
dieWidth,80,um
synth_area,269,um^2
path_max_fanout,2,
firstDrtPassIters,2,
crit_chain,"clkdlybuf4s50_1, nor2b_1, maj3_2, maj3_1, a21oi_1, o21ai_1, dlygate4sd2_1",
worst_slew_pin_slew,0.188,ns
ys_area,269,um^2
pre_cts_ws,-0.126,ns
grt_pass1_vias,332,
die_h,80,um
initCoreUtil,0.0788,
critPathKind,primary input to primary output,
dr.first_iter.drc_count,3,
nClkBuffers,0,
tool_warnings,32,
## final timing paths
check / depth (start not counted) / slack (ns) / end / from
max: 7 / 0.17 / ahigher / a[3]
min: 5 / 1.94 / asame / a[7]
## layout make-up
cell class / instances / area [um^2] / share of cell area
Inverter: 5 / 20.0 / 0.0356
Multi-Input combinational cell: 31 / 259 / 0.461
Tap cell: 46 / 57.6 / 0.102
Timing Repair Buffer: 24 / 225 / 0.401
## critical path, delay by kind of cell
family,cells,cell delay (ns)
buffers and inverters,2,0.65
AOI/OAI and AO/OA,2,0.23
and+or+nand+nor,1,0.15
adders and majority gates,2,0.65
## power by group
group	internal (W)	leakage [nW]	switching, W	total (W)
Clock	0	0	0	0
Sequential	0	0	0	0
Combinational	0.0000414	0.233	0.0000225	0.0000639
Total	0.0000414	0.233	0.0000225	0.0000639
## metrics by stage
step	util	area [um^2]	power, W
after floorplan	-	269	0.0000263
after global placement	0.160	547	0.0000637
after detailed placement	0.160	547	0.0000645
after CTS	0.160	546	0.0000627
after global routing	0.164	562	0.0000706
final	0.164	562	0.0000639
## kinds of logic after synthesis
family	share of synthesized area
AOI/OAI and AO/OA	0.116
and+or+nand+nor	0.367
xor gates and xnor gates	0.130
adders and majority gates	0.316
buffers and inverters	0.0697
## layer usage
layer	vias up	GRT usage	wire length, um
met5	-	0	0
met4	0	0	0
met3	0	0.0125	111
met2	12	0.0433	355
met1	135	0.0330	414
li1	174	-	-
## repair_timing
action                     CTS  global route
gates resized                7             2
setup endpoints to repair    2             1
pin swaps                    0             1
buffers inserted             0             1
## placed cells by master, fill, tap and decap left out
master and instances:
maj3_1 4, nand2b_4 1, xor2_1 4, nor2_1 1
nor4_2 1, a21o_1 1, dlymetal6s2s_1 1, dlygate4sd2_1 4
clkdlybuf4s50_1 14, maj3_2 4, nor2b_1 5, o21ai_1 2
a21oi_1 1, or4b_1 1, o221ai_1 1, clkinv_2 1
inv_1 4, nand2b_1 3, buf_4 5, nor2b_2 1
nand4b_1 1
Power is estimated from default activity; no workload was simulated.
