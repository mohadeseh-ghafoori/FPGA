## /design/flow/config.mk

```make
export PLATFORM = sky130hd
export DESIGN_NAME = UART_rec
export DESIGN_NICKNAME = UART_rec
export VERILOG_FILES = /design/flow/design.v
export SDC_FILE = /design/flow/constraint.sdc
export NUM_CORES = 4
export LEC_CHECK = 1
export CORE_UTILIZATION = 50
export SYNTH_MEMORY_MAX_BITS = 65536
```

## /design/flow/constraint.sdc

```tcl
current_design UART_rec

set clk_period 304.9
set clk_io_pct 0.2

create_clock -name clk0 -period $clk_period [get_ports {clk}]

set non_clock_inputs [all_inputs -no_clocks]
set_input_delay [expr $clk_period * $clk_io_pct] -clock clk0 $non_clock_inputs
set_output_delay [expr $clk_period * $clk_io_pct] -clock clk0 [all_outputs]
```

## /design/flow/design.v

```verilog
`timescale 1ns / 1ps
module UART_rec(
	 input clk,
    input rx,
    input write_start,
	 output reg [7:0] data=0,
    output reg data_valid=0,
    output reg [9:0] addr=0
    );
    reg [9:0] register=10'b1111111111;
	 reg [7:0] matrix [1023:0];
	 reg [3:0] cnt=0;
	 reg [10:0] counter=0;
	 reg [10:0] i=0;
	 reg start=0;
always @(posedge clk) begin
    if(counter<1024) begin
	     if(cnt<10) begin
	        register <= {rx,register[9:1]};
	        cnt<=cnt+1;	 
	     end
	     else if ( cnt==10 ) begin
	         cnt<=0;
	         counter<=counter+1;
	         register<=10'b1111111111;
	         if ( register[9]==1 & register[0]==0) begin
	                matrix[counter]<= register[8:1];
	         end
	      end
	 end
	     if(write_start) start<=1;
	 if ( start && counter==1024 ) begin
			 if( i<1024 ) begin
			     addr<=i;
			     data<=matrix[i];
				  i<=i+1;
				  data_valid<=1;
			 end
	       else if( i==1024 ) begin
			       i<=0;
			       counter<=0;
					 data_valid<=0;
					 data<=8'bzzzzzzzz;
			 end
	 end
end	 
endmodule
```

## /design/flow/run.sh

```bash
#!/bin/bash
# OpenROAD 26Q1-2900-gdf79404cd8, Yosys 0.63+post, stock flow scripts
make -C /OpenROAD-flow-scripts/flow DESIGN_CONFIG=/design/flow/config.mk WORK_HOME=/design/flow/orfs finish
```

==> qor.csv <==
stage;metric;value;unit
cts;cts_tree;yes;
worst_setup_path;crit_buf_inv;1;
worst_setup_path;cp.arrival;2.00;ns
power;seq_power_share;56.4;%
yosys;yosysWarningCount;2;
yosys;syn_area_per_cell;21.14;µm²
floorplanning;die_x;801.3;µm
cts;post_cts_resized;0;
power;peakVddDrop;7.066;µV
worst_setup_path;path_class;flip-flop to output port;
cts;clockBufferDepth;4;
power;leakage;107.4;nW
yosys;synthFlopType;edfxtp_1;
route;drc;0;
grt;grt_usage;34.76;%
yosys;yosysSeqAreaShare;77.50;%
cts;holdBufCountCts;0;
grt;grt_overflow;0;
route;dr.pass1.iters;8;
final_layout;drive_above_1_share;24.15;%
power;power.share.combinational;0;%
power;powerDensity;6.083;nW/µm²
yosys;yosys_cells;15110;
job;warnings;62;
power;swShare;19.67;%
yosys;edf_count;8237;
placed_design;place_area;332700;µm²
yosys;ys_ff;8248;
grt;antenna_found_initial;88;
yosys;netlist_area;319500;µm²
route;wire_per_inst;39.04;µm
sta;fin_skew;0.05388;ns
floorplanning;core;636400;µm²
yosys;area_leaders;edfxtp_1, mux4_2, mux2i_1;
yosys;synthArstFlopShare;0;%
hold_path;hp-class;flip-flop to flip-flop;
sta;worstMarginPinSlew;1.179;ns
worst_setup_path;crit_required;243.92;ns
grt;grt_max_degree;136;
cts;post-cts-setup-buffers;0;
worst_setup_path;path_max_fanout;1;
cts;clock_latency;1.22;ns
power;switchingPower;0.4281;mW
job;maxCapViolations;0;
route;num_vias;159600;
worst_setup_path;start_kind;flip-flop;
worst_setup_path;cpPeakStageDelay;0.46;ns
cts;root_buffer;clkbuf_16;
grt;grt_pass1_wl;1357000;µm
floorplanning;num_rows;293;
status;status;complete, no violations;
power;clkPwrFrac;43.6;%
sta;hold_viol;0;
grt;grt_pass1_vias;173800;
placed_design;globalplace.congestion;0.9405;
yosys;synth_cells;15110;
sta;fin_tns_setup;0;ns
sta;report.final.slew_viol_count;0;
final_layout;syn2layout_area_growth;12.03;%
floorplanning;die_area;642100;µm²
sta;fmaxAchievable;0.01588;GHz
power;p_int;1.749;mW
route;drtAntennaViolNets;0;
route;drt_wl_total;977400;µm
floorplanning;num_io_pins;22;
sta;period_minus_slack;62.98;ns
sta;setup_violations;0;
cts;clock-sinks;8248;
floorplanning;die_h;801.3;µm
yosys;yosysTopAreaCellShare;77.43;%
worst_setup_path;critical_path.top_delay_family;buffers and inverters;
sta;rsz0062_at_grt;no;
placed_design;dp_hpwl;612300;µm
cts;htreeDepth;6;
route;drt_iter0_markers;12150;
placed_design;port_buffers;21;
worst_setup_path;cpMaxStageDelayCell;clkdlybuf4s50_1;
cts;numCtsBuffers;817;
cts;clk_pin_slew;0.06;ns
floorplanning;fp_util;50.19;%
yosys;yosys.area.top_type;edfxtp_1;
sta;finalClockPeriodUsage;20.66;%
yosys;synth_cell_types;87;
worst_setup_path;cp-end-kind;output port;
yosys;ys_area;319500;µm²
route;detail_route.vias_per_cell;6.375;
sta;relSlewSlack;20.75;%
worst_setup_path;path_cells;clkdlybuf4s50_1;
final_layout;final_cell_area;357900;µm²
power;totalPowerFinal;2.177;mW
-- stage by stage --
| stage | utilization, % | hold slack (ns) | worst slack (ns) | cells |
|---|---|---|---|---|
| after floorplan | - | 0.4244 | 243.54 | 15110 |
| after global placement | 52.28 | 0.4704 | 243.10 | 23440 |
| after detailed placement | 52.28 | 0.4770 | 243.11 | 23440 |
| after CTS | 56.19 | 0.4884 | 241.84 | 24930 |
| after global routing | 56.20 | 0.5295 | 241.88 | 24960 |
| final | 56.23 | 0.4939 | 241.92 | 25040 |
-- routing by layer --
layer	vias up	track usage [%]	share of wire, %
li1	64790	-	-
met1	81320	42.39	29
met2	11210	45.77	44
met3	2086	30.51	21
met4	211	13.71	5.4
met5	-	5.886	0.57
-- registers in the layout (all words and copies together), names as in the netlist --
name / flops
matrix: 8192
counter: 11
i: 11
addr: 10
register: 10
data: 8
cnt: 4
data_valid: 1
start: 1
-- final timing paths --
check                                  from              to  slack (ns)  cells past startpoint
worst min register to register  register[6]  matrix[342][5]        0.49                      0
worst min-delay path            register[6]  matrix[342][5]        0.49                      0
worst max-delay path                addr[1]         addr[1]      241.92                      1
worst max register to register         i[0]         data[3]      297.11                     13
-- cell usage after synthesis (14+ instances only) --
library cell / instances
a2111oi_0: 15
a211oi_1: 27
a21oi_1: 147
a221oi_1: 80
a22o_1: 21
a22oi_1: 423
a31oi_1: 76
a32oi_1: 18
and2_1: 19
and3_1: 36
buf_1: 65
buf_2: 202
buf_4: 141
buf_6: 88
clkbuf_1: 485
edfxtp_1: 8237
inv_1: 14
mux2_2: 39
mux2i_1: 585
mux4_2: 1890
nand2_1: 398
nand2b_1: 27
nand3_1: 227
nand4_1: 61
nor2_1: 1168
nor2b_1: 31
nor3_1: 65
nor4_1: 28
o2111ai_1: 14
o211ai_1: 44
o21ai_0: 116
o221ai_1: 22
o22ai_1: 86
o31ai_1: 15
or2_2: 14
-- layout make-up --
| type | instances | area (µm²) |
|---|---|---|
| timing repair buffer | 910 | 7172 |
| sequential | 8248 | 247600 |
| tap | 8407 | 10520 |
| inverter | 16 | 86.33 |
| fill | 46370 | 278600 |
| clock inverter | 413 | 3341 |
| multi-input combinational | 5863 | 67400 |
| antenna | 107 | 267.8 |
| clock buffer | 1074 | 21520 |
-- cell usage in the layout, fill, tap and decap left out, types with 16 or more instances in the layout --
cell             instances
edfxtp_1              8237
clkbuf_16              822
nor3_1                  60
a211oi_1                27
clkbuf_1               252
a32oi_1                 18
nor2b_1                 21
o211ai_1                44
mux2i_1                585
nand4_1                 61
and3_1                  36
mux2_2                  39
a21oi_1                146
o21ai_0                115
and2_1                  16
a22oi_1                423
diode_2                107
nand2b_1                18
o22ai_1                 86
mux4_2                1890
buf_12                  23
nand3_4                 16
nand2_1                378
bufinv_16               28
a221oi_1                80
o221ai_1                22
nand2_4                 17
buf_4                  866
nand3_1                209
clkinv_1               196
nor4_1                  23
clkinv_2               125
a22o_1                  21
a31oi_1                 75
clkdlybuf4s50_1         21
nor2_1                1155
-- power by group through the flow --
stage	logic [mW]	clock network [mW]	registers, mW
4_1_cts	0.0000716	0.961	1.23
5_1_grt	0.0000746	1.00	1.23
6_report	0.0000744	0.949	1.23
-- kinds of logic (layout without fill, tap and decap cells) --
family / count (synthesis) / after routing / share of synthesized area, %
compound gates: 1201 / 1201 / 2.664
xor+xnor: 16 / 16 / 0.04387
fa+ha+maj: 8 / 8 / 0.03134
buf+inv: 998 / 2413 / 1.625
flops: 8248 / 8248 / 77.50
mux: 2514 / 2514 / 15.30
other cells: 1 / 108 / 0.001174
simple gates: 2123 / 2123 / 2.841
Power figures rest on the tool's default switching activity, not on a simulated workload.
